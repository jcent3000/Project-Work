==> flow/design.v <==
`timescale 1ns / 1ps
module alu_module( A, B, op, out, N_flag, Z_flag );
input [31:0] A;
input [31:0] B;
input [3:0] op;
output reg [31:0] out;
output reg N_flag;
output reg Z_flag;
always@(A, B, op)
begin
    case( op )
	2'b0000: out = A + B;
    4'b0001: out = A + 32'b1;
	4'b0010: out = ~A + 32'b1;
	4'b0011: out = A + ~B + 32'b1;
	4'b0100: out = A;
    endcase
    Z_flag = 1'b0;
    if ( out == 0)
    begin
        Z_flag = 1'b1;
    end
    N_flag = 1'b0;
    if ( (out >> 31) == 32'b1)
    begin
        N_flag = 1'b1;
    end
end
endmodule
==> flow/run.sh <==
#!/bin/bash
# OpenROAD 26Q1-2900-gdf79404cd8, Yosys 0.63+post, stock flow scripts
make -C /OpenROAD-flow-scripts/flow DESIGN_CONFIG=/design/flow/config.mk WORK_HOME=/design/flow/orfs finish
==> flow/config.mk <==
export PLATFORM = sky130hd
export DESIGN_NAME = alu_module
export DESIGN_NICKNAME = alu_module
export VERILOG_FILES = /design/flow/design.v
export SDC_FILE = /design/flow/constraint.sdc
export NUM_CORES = 4
export LEC_CHECK = 1
export CORE_UTILIZATION = 40
==> flow/constraint.sdc <==
current_design alu_module

set clk_period 16.8
set clk_io_pct 0.2

create_clock -name clk0 -period $clk_period

set non_clock_inputs [all_inputs -no_clocks]
set_input_delay [expr $clk_period * $clk_io_pct] -clock clk0 $non_clock_inputs
set_output_delay [expr $clk_period * $clk_io_pct] -clock clk0 [all_outputs]
==> impl_metrics.xml <==
<?xml version="1.0" encoding="UTF-8"?>
<metrics>
  <group name="status">
    <metric name="status" unit="">finished, final reports clean</metric>
  </group>
  <group name="cells_and_area">
    <metric name="largest_reg_flops" unit="">32</metric>
    <metric name="num-fill-cells" unit="">1756</metric>
    <metric name="logic_area" unit="um2">5870</metric>
    <metric name="regArea" unit="um2">480</metric>
    <metric name="fin_util" unit="%">47.9</metric>
    <metric name="syn2layout_area_growth" unit="%">15.9</metric>
    <metric name="post_route_cells_drive_above_1_share" unit="%">3.67</metric>
    <metric name="post_layout_nonfiller_instances" unit="">1337</metric>
  </group>
  <group name="final_timing">
    <metric name="period_used_share" unit="%">74.2</metric>
    <metric name="finalHoldWorstSlack" unit="ps">8200</metric>
    <metric name="tightestPinTransition" unit="ps">939</metric>
    <metric name="max-slew-margin-rel" unit="%">36.6</metric>
    <metric name="post_route_worst_setup_slack" unit="ps">4330</metric>
    <metric name="finalHoldViolCount" unit="">0</metric>
    <metric name="final_period_minus_worst_setup_slack" unit="ps">12470</metric>
    <metric name="fin_tns_setup" unit="ps">0</metric>
    <metric name="report.final.setup_viol" unit="">0</metric>
    <metric name="unclocked_regs" unit="">32</metric>
    <metric name="timing_max_transition_violations_final" unit="">0</metric>
    <metric name="rsz0062_at_grt" unit="">no</metric>
    <metric name="untimed_endpoints" unit="">64</metric>
    <metric name="fmax" unit="MHz">80.2</metric>
  </group>
  <group name="critical_path">
    <metric name="timing_worst_setup_path_type" unit="">primary input to primary output</metric>
    <metric name="timing.critical_path.from_type" unit="">primary input</metric>
    <metric name="data_required_time_of_the_critical_path" unit="ps">13440</metric>
    <metric name="cp.arrival" unit="ps">9110</metric>
    <metric name="crit_fanout" unit="">28</metric>
    <metric name="worstSetupEndpointType" unit="">primary output</metric>
  </group>
  <group name="yosys">
    <metric name="ys.warnings.count" unit="">33</metric>
    <metric name="synth.yosys.chip_area" unit="um2">6930</metric>
    <metric name="synth-edff-count" unit="">0</metric>
    <metric name="yosys-stat-cells" unit="">1080</metric>
    <metric name="leading_post_synthesis_cells_by_instance_count" unit="">sky130_fd_sc_hd__nor2_1 (123), sky130_fd_sc_hd__a21oi_1 (111), sky130_fd_sc_hd__nand2_1 (76), sky130_fd_sc_hd__o21ai_0 (75), sky130_fd_sc_hd__inv_1 (73)</metric>
    <metric name="area_leaders" unit="">sky130_fd_sc_hd__ha_1 (11%), sky130_fd_sc_hd__a21oi_1 (8.0%), sky130_fd_sc_hd__dlxtn_1 (6.9%)</metric>
    <metric name="netlist.area_leader.share" unit="%">11.4</metric>
    <metric name="ys_async_sr_fraction" unit="%">0</metric>
    <metric name="dominantRegCellSynth" unit="">sky130_fd_sc_hd__dlxtn_1</metric>
    <metric name="synth_cells" unit="">1080</metric>
    <metric name="post_synthesis_area_per_instance" unit="um2">6.41</metric>
    <metric name="largest_area_cell" unit="">sky130_fd_sc_hd__ha_1</metric>
    <metric name="yosys.cell_types.count" unit="">85</metric>
    <metric name="synthMostInstantiatedCell" unit="">sky130_fd_sc_hd__nor2_1</metric>
    <metric name="syn-cell-area" unit="um2">6930</metric>
    <metric name="ys.flops" unit="">32</metric>
  </group>
  <group name="pwr">
    <metric name="total_leakage_power" unit="nW">3.04</metric>
    <metric name="power.ir.vdd_worst" unit="uV">18.0</metric>
    <metric name="power_density" unit="nW/um2">31.9</metric>
  </group>
  <group name="routing">
    <metric name="detailedRoute.firstPassIterationCount" unit="">7</metric>
    <metric name="route.vias.total" unit="">8363</metric>
    <metric name="totalWireLength" unit="um">27700</metric>
    <metric name="post_route_ant_nets" unit="">0</metric>
    <metric name="route.antenna.diode_count" unit="">0</metric>
    <metric name="wire_per_inst" unit="um">20.7</metric>
    <metric name="remaining_drc_errors" unit="">0</metric>
    <metric name="avgViaCountPerCell" unit="">6.26</metric>
    <metric name="dr.first_iter.drc_count" unit="">809</metric>
  </group>
  <group name="place">
    <metric name="io_buffers" unit="">102</metric>
    <metric name="placement.setup.worst_slack" unit="ps">4410</metric>
    <metric name="dp_hpwl" unit="um">21600</metric>
    <metric name="numPlacedInstances" unit="">1337</metric>
    <metric name="routabilityCongestion" unit="">1.01</metric>
  </group>
  <group name="global_route">
    <metric name="grt_usage" unit="%">31.3</metric>
    <metric name="first_global_vias" unit="">7412</metric>
    <metric name="gr-total-overflow" unit="">0</metric>
    <metric name="grt_max_degree" unit="">46</metric>
    <metric name="global_route_wire_length_before_repair" unit="um">43000</metric>
    <metric name="antenna_found_initial" unit="">0</metric>
  </group>
  <group name="clock_network">
    <metric name="cts_hold_repair.buffers" unit="">0</metric>
    <metric name="cts.repair.resized" unit="">0</metric>
    <metric name="cts_post_setup_buffers_inserted" unit="">0</metric>
  </group>
  <group name="floorplanning">
    <metric name="die_area" unit="um2">17800</metric>
    <metric name="core" unit="um2">16800</metric>
    <metric name="die_width" unit="um">134</metric>
    <metric name="die_height" unit="um">134</metric>
    <metric name="pin_count" unit="">102</metric>
    <metric name="floorplan.core_util" unit="%">41.3</metric>
    <metric name="num_rows" unit="">47</metric>
  </group>
  <group name="run">
    <metric name="tool_warnings" unit="">64</metric>
    <metric name="max_capacitance_violation_count" unit="">0</metric>
  </group>
  <group name="hold_path">
    <metric name="timing.hold.worst.class" unit="">primary input to primary output</metric>
  </group>
</metrics>
==> final cells by class <==
cell class / count / area share, %
inverters: 74 / 3.46
repair buffers: 116 / 14.0
multi-input cells: 895 / 73.1
flip-flops and latches: 32 / 5.98
well taps: 220 / 3.43
==> layout by cell type, fill, tap and decap left out, types with 6 or more instances in the layout <==
master	n
sky130_fd_sc_hd__mux2i_1	10
sky130_fd_sc_hd__nor4_1	17
sky130_fd_sc_hd__xnor2_1	47
sky130_fd_sc_hd__buf_4	14
sky130_fd_sc_hd__or4_1	10
sky130_fd_sc_hd__a211oi_1	10
sky130_fd_sc_hd__a221oi_1	12
sky130_fd_sc_hd__and2_1	7
sky130_fd_sc_hd__xor2_1	7
sky130_fd_sc_hd__a21oi_1	110
sky130_fd_sc_hd__dlxtn_1	32
sky130_fd_sc_hd__ha_1	63
sky130_fd_sc_hd__o211ai_1	15
sky130_fd_sc_hd__o31ai_1	14
sky130_fd_sc_hd__inv_1	73
sky130_fd_sc_hd__a221o_1	6
sky130_fd_sc_hd__o21bai_1	9
sky130_fd_sc_hd__a21o_1	10
sky130_fd_sc_hd__nand2b_1	9
sky130_fd_sc_hd__nand3_1	28
sky130_fd_sc_hd__nand4_1	10
sky130_fd_sc_hd__or3_1	12
sky130_fd_sc_hd__and3_1	6
sky130_fd_sc_hd__nor2b_1	16
sky130_fd_sc_hd__a31oi_1	20
sky130_fd_sc_hd__o2111ai_1	7
sky130_fd_sc_hd__a2111oi_0	7
sky130_fd_sc_hd__o32a_1	8
sky130_fd_sc_hd__nand2_1	76
sky130_fd_sc_hd__nor2_1	123
sky130_fd_sc_hd__o21ai_0	75
sky130_fd_sc_hd__clkdlybuf4s50_1	102
sky130_fd_sc_hd__nor3_1	38
sky130_fd_sc_hd__o22ai_1	15
sky130_fd_sc_hd__o31a_1	6
==> final timing paths <==
path / startpoint / to / cells after the start
max: op[1] / Z_flag / 15
min: B[31] / N_flag / 7
==> where the power goes <==
group	total, mW	switching (mW)	internal (mW)
clock network	0	0	0
registers	0.0174	0.00533	0.0121
logic	0.239	0.144	0.0952
total	0.256	0.149	0.107
==> critical path, stage by stage <==
cell and delay (ps):
sky130_fd_sc_hd__clkdlybuf4s50_1 1030, sky130_fd_sc_hd__nor4b_4 320, sky130_fd_sc_hd__buf_4 360, sky130_fd_sc_hd__mux2i_2 390, sky130_fd_sc_hd__xnor2_1 150, sky130_fd_sc_hd__a2111oi_2 360, sky130_fd_sc_hd__nor2_1 100, sky130_fd_sc_hd__or4_1 580
sky130_fd_sc_hd__or4_1 440, sky130_fd_sc_hd__or4_1 420, sky130_fd_sc_hd__nor4_2 200, sky130_fd_sc_hd__nand4b_1 190, sky130_fd_sc_hd__or4_1 450, sky130_fd_sc_hd__nor4_2 210, sky130_fd_sc_hd__clkdlybuf4s50_1 520
==> kinds of logic after synthesis <==
group / count (synthesis) / share of synthesized area, %
adders and majority gates: 65 / 12.0
xor gates and xnor gates: 54 / 6.83
muxes: 13 / 1.97
buffers and inverters: 153 / 8.69
latches: 32 / 6.94
AOI/OAI and AO/OA: 378 / 35.9
and+or+nand+nor: 385 / 27.7
==> routing by layer <==
metal	vias to the layer above	share of wire, %	track usage (%)
li1	4060	-	-
met1	3866	46	49.4
met2	415	43	45.5
met3	22	10	5.09
met4	0	1.0	3.66
met5	-	0	0
==> metrics by stage <==
step | instance area [um2] | power (mW)
global placement | 8030 | 0.254
CTS | 8030 | 0.252
finish | 8030 | 0.256
floorplan | 6930 | 0.163
global route | 8030 | 0.279
detailed placement | 8030 | 0.251
Power and IR drop assume default switching activity.
