[flow/config.mk]
export PLATFORM = sky130hd
export DESIGN_NAME = ifid_module
export DESIGN_NICKNAME = ifid_module
export VERILOG_FILES = /design/flow/design.v
export SDC_FILE = /design/flow/constraint.sdc
export NUM_CORES = 4
export LEC_CHECK = 1
export CORE_AREA = 10 10 88 88
export DIE_AREA = 0 0 98 98
[flow/constraint.sdc]
current_design ifid_module

set clk_period 1.0
set clk_io_pct 0.2

create_clock -name clk0 -period $clk_period [get_ports {clk}]

set non_clock_inputs [all_inputs -no_clocks]
set_input_delay [expr $clk_period * $clk_io_pct] -clock clk0 $non_clock_inputs
set_output_delay [expr $clk_period * $clk_io_pct] -clock clk0 [all_outputs]
[flow/design.v]
`timescale 1ns / 1ps
module ifid_module( clk, pc_in, instr_in, pc_out, instr_out );
input clk;
input [7:0] pc_in;
input [31:0] instr_in;
output reg [31:0] instr_out;
output reg [7:0] pc_out;
always@(posedge clk)
begin
	instr_out = instr_in;
	pc_out = pc_in;
end
endmodule
[flow/run.sh]
#!/bin/bash
# OpenROAD 26Q1-2900-gdf79404cd8, Yosys 0.63+post, stock flow scripts
make -C /OpenROAD-flow-scripts/flow DESIGN_CONFIG=/design/flow/config.mk WORK_HOME=/design/flow/orfs finish
==> results.json <==
{
  "routed_wl_um": 2777,
  "final_max_slew_viol_count": 0,
  "cts_buffers": 5,
  "synthesis.area_um2": 800.8,
  "comb_cells": 0,
  "yosys_warnings": 1,
  "nFillCells": 624,
  "p_leak_nw": 0.7017,
  "vias": 572,
  "async_flop_share": 0,
  "critical_path_class": "reg -> out",
  "intPower_w": 0.002348,
  "grt_remaining_overflow": 0,
  "edf_count": 0,
  "ys_ff": 40,
  "cpPeakStageDelay_ns": 0.31,
  "p_comb_frac": 0.079,
  "wl_met3_um": 124,
  "antenna_left": 0,
  "die_h_um": 98,
  "drc_errors": 0,
  "cts_sinks": 40,
  "period_needed_ns": 0.9627,
  "finalSetupViolations": 0,
  "drt-met1-wl_um": 859,
  "post-synth-top-count-cell": "dfxtp_1",
  "syn_inst": 40,
  "critPathLaunchType": "flop",
  "combGateArea_um2": 0,
  "cts_tree": "yes",
  "p_seq_frac": 0.579,
  "drtIter0Drc": 6,
  "drv_cap": 0,
  "dieArea_um2": 9604,
  "finalHoldViolCount": 0,
  "fp-row-count": 28,
  "crit_buf_inv": 1,
  "grt_use_total": 0.05565,
  "ctsHtreeMaxLevel": 2,
  "p_total_w": 0.002933,
  "vdd_drop_max_mv": 0.6371,
  "core_um2": 5921,
  "fmax_mhz": 1039,
  "cp.required_ns": 0.80,
  "arrival_ns": 0.76,
  "p_sw_w": 0.0005855,
  "synth_area_per_cell_um2": 20.02,
  "switching_share": 0.1996,
  "synth.area.top_cells": "dfxtp_1 (100%)",
  "firstDrtPassIters": 2,
  "top_cells_by_count": "dfxtp_1 (40)",
  "ff_type": "dfxtp_1",
  "yosys.area.top_type": "dfxtp_1",
  "hold_path_class": "in -> reg",
  "via_per_inst": 2.832,
  "slew_headroom": 0.9481,
  "io_buffers": 80,
  "drive_gt1_frac": 0.3622,
  "wire_per_inst_um": 13.75,
  "cpLargestDelayFamily": "flip-flops",
  "clk_pin_slew_ns": 0.08,
  "ys_types": 1,
  "place_congestion": 0.7470,
  "ys_cells": 40,
  "grt_pass1_vias": 627,
  "syn_to_final_growth_pct": 103.7,
  "cts_setup_buffers": 0,
  "period_used_share": 0.9627,
  "cp_slowest_cell": "dfxtp_2",
  "status": "finished, final reports clean",
  "cp_max_fo": 1,
  "antenna_found_initial": 0,
  "hold_ws_ns": 0.3405,
  "dpl.cell_count": 195,
  "top_cell_area_share": 1.000,
  "top_layer_used": "met4",
  "clockPowerShare": 0.342,
  "clockBufferDepth": 2,
  "grt_pass1_wl_um": 4077,
  "warnings": 25,
  "pin_count": 81,
  "p_per_area_nw_per_um2": 1798,
  "endpoint_kind": "primary output",
  "synth_seq_share": 1.000,
  "path_cells": "clkdlybuf4s15_1",
  "grt_max_degree": 13,
  "fin_cells": 202,
  "fp-utilization": 0.1352,
  "tightest_slew_ns": 0.07779,
  "dr_wl_met2_um": 1714,
  "die_x_um": 98,
  "yosys-stat-area_um2": 800.8,
  "clock-root-buffer": "clkbuf_8",
  "diodes": 0
}
==> placed cells by master, fill, tap and decap left out <==
cell,synthesis,layout
clkinv_2,0,1
dfxtp_2,0,8
clkdlybuf4s15_1,0,9
clkbuf_8,0,5
clkinvlp_4,0,1
dfxtp_1,40,32
clkbuf_2,0,21
buf_2,0,10
clkdlybuf4s50_1,0,40
==> routing by layer <==
layer	vias up	global-route usage
li1	292	-
met1	256	0.05319
met2	18	0.1112
met3	6	0.01636
met4	0	0.01342
met5	-	0
==> worst paths after layout <==
path          start            end  slack [ns]  cells past startpoint
min        pc_in[2]      pc_out[2]        0.34                      1
max   instr_out[21]  instr_out[21]        0.04                      1
==> power by group through the flow <==
stage                 clock, W  sequential [W]  combinational (W)
final                  0.00100         0.00170           0.000233
after global routing   0.00112         0.00171           0.000252
after CTS              0.00107         0.00170           0.000264
==> flip-flops by register name, indices dropped and copies added (netlist names) <==
register / flops
pc_out: 8
instr_out: 32
==> kinds of logic (layout without fill, tap and decap cells) <==
| logic type | after synthesis | in the layout | synth area share |
|---|---|---|---|
| flops | 40 | 40 | 1.000 |
| buf+inv | 0 | 87 | 0 |
==> cell type report <==
class	instances	area [um2]	share of cell area
clock buffers	5	68.82	0.04218
clock inverters	2	12.51	0.007669
well taps	75	93.84	0.05752
flip-flops and latches	40	810.8	0.4969
repair buffers	80	645.6	0.3957
==> through the flow <==
stage	setup TNS, ns	utilization	setup WS [ns]	area (um2)
global placement	-0.005087	0.2863	-0.005087	1695
global route	-0.0004835	0.2756	-0.0004835	1632
finish	0	0.2756	0.03727	1632
detailed placement	-0.008703	0.2863	-0.008703	1695
floorplan	0	-	0.5385	800.8
CTS	0	0.2916	0.0005653	1727
==> timing repair <==
item,in CTS,in global routing
gates cloned,0,0
hold buffers,0,0
endpoints found under the hold margin,0,0
resized,93,29
setup endpoints to repair,40,24
No activity file was given, so power comes from the tool's default toggle rates.
