==> /design/flow/design.v <==
`timescale 1ns / 1ps
module register_module( clk, wrt, Rd, Rs, Rt, DataIn, RsOut, RtOut );
input clk, wrt;
input [5:0] Rd, Rs, Rt;
input [31:0] DataIn;
output reg [31:0] RsOut, RtOut;
reg [31:0] regFile [63:0];
always@(posedge clk)
begin
	if (wrt)
	begin
		regFile[Rd] = DataIn;
	end
	RsOut = regFile[Rs];
	RtOut = regFile[Rt];
end
endmodule
==> /design/flow/run.sh <==
#!/bin/bash
# OpenROAD 26Q1-2900-gdf79404cd8, Yosys 0.63+post, stock flow scripts
make -C /OpenROAD-flow-scripts/flow DESIGN_CONFIG=/design/flow/config.mk WORK_HOME=/design/flow/orfs finish
==> /design/flow/config.mk <==
export PLATFORM = sky130hd
export DESIGN_NAME = register_module
export DESIGN_NICKNAME = register_module
export VERILOG_FILES = /design/flow/design.v
export SDC_FILE = /design/flow/constraint.sdc
export NUM_CORES = 4
export LEC_CHECK = 1
export CORE_UTILIZATION = 40
==> /design/flow/constraint.sdc <==
current_design register_module

set clk_period 10.7
set clk_io_pct 0.2

create_clock -name clk0 -period $clk_period [get_ports {clk}]

set non_clock_inputs [all_inputs -no_clocks]
set_input_delay [expr $clk_period * $clk_io_pct] -clock clk0 $non_clock_inputs
set_output_delay [expr $clk_period * $clk_io_pct] -clock clk0 [all_outputs]
==> flow_summary_export.csv <==
group,metric,value,unit
cts,hold_buffers,0,
logic_synthesis,syn_inst,12540,
floorplanning,fp_util,0.4022,
logic_synthesis,yosys_cells,12540,
placed_design,placedCellCount,15760,
logic_synthesis,largest_area_cell,"dfxtp_1",
placed_design,pre_cts_slack,2.823,ns
global_routing,grt_usage,0.8887,
logic_synthesis,synth_seq_share,0.4140,
global_routing,grt_max_degree,71,
logic_synthesis,synthAoiAreaFrac,0.2763,
cts,cts_max_path_buffers,3,
logic_synthesis,top_cells_by_count,"dfxtp_1 (2112), a21oi_1 (1852), nand2_1 (1445)",
logic_synthesis,avgSynthCellArea,8.146,µm²
global_routing,grt_pass1_wl,1507,mm
global_routing,grt.overflow.total,1071,
logic_synthesis,mux_share,0.08803,
logic_synthesis,synthTopCellsByArea,"dfxtp_1 (41%), a21oi_1 (9.1%), o21ai_0 (6.0%)",
placed_design,dp_hpwl,699.5,mm
floorplanning,rows,185,
logic_synthesis,xor_area_frac,0,
cts,cts_resized,0,
logic_synthesis,flop_cell,"dfxtp_1",
status,firstError,"[ERROR GRT-0116] Global routing finished with congestion. Check the congestion regions in the DRC Viewer.",
logic_synthesis,edf_count,0,
logic_synthesis,top_cell,"dfxtp_1",
logic_synthesis,ys.warnings.count,2,
floorplanning,die_y,507.3,µm
logic_synthesis,synthAdderAreaFrac,0,
global_routing,grt_pass1_vias,144700,
logic_synthesis,async_flop_share,0,
placed_design,gp_congestion,1.379,
cts,cts_setup_buffers,0,
floorplanning,die_x,507.3,µm
logic_synthesis,logic_family,"AND-OR/OR-AND gates",
cts,clock-sinks,2112,
cts,cts_made_buffers,238,
logic_synthesis,synth.cell_area,102100,µm²
cts,h-tree-depth,4,
logic_synthesis,yosys.area_share.simple,0.1630,
logic_synthesis,yosysTopAreaCellShare,0.4140,
status,lastStage,"global routing",
logic_synthesis,yosys_area,102100,µm²
floorplanning,ios,116,
logic_synthesis,synthDistinctLibCells,84,
status,status,"aborted with a tool error",
placed_design,io_buffers,115,
cts,root_buffer,"clkbuf_16",
logic_synthesis,synth_flops,2112,
stage by stage:
step	hold WS, ns	area [µm²]	power [mW]
after CTS	0.4662	119500	21.71
after detailed placement	0.4524	111000	12.84
after global placement	0.4499	110900	12.81
after floorplan	0.4334	102100	11.05
logic make-up after synthesis:
kind of cell	Yosys count
AND/OR/NAND/NOR	3463
AND-OR/OR-AND	4602
flip-flops	2112
buffers and inverters	1530
multiplexers	829
metal layers:
| metal | overflow | track usage |
|---|---|---|
| met3 | 149 | 0.8554 |
| met4 | 399 | 0.8507 |
| met5 | 11 | 0.7231 |
| met1 | 109 | 0.8935 |
| met2 | 403 | 0.9424 |
Power figures rest on the tool's default switching activity, not on a simulated workload.
